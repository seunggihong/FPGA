==> flow/design.v <==
module sp_ram_sync_read
#(
	parameter N = 8,
	W = 2
) (
	input 			clk,
	input			we,
	input 	[W-1:0] addr,
	input 	[N-1:0] din,
	output 	[N-1:0] dout
);
reg [N-1:0] ram[2**W-1:0];
reg [W-1:0] addr_reg;
always @(posedge clk) begin
	if (we)
		ram[addr] <= din;
	addr_reg <= addr;
end
assign dout = ram[addr_reg];
endmodule
==> flow/run.sh <==
#!/bin/bash
# OpenROAD 26Q1-2900-gdf79404cd8, Yosys 0.63+post, stock flow scripts
make -C /OpenROAD-flow-scripts/flow DESIGN_CONFIG=/design/flow/config.mk WORK_HOME=/design/flow/orfs finish
==> flow/config.mk <==
export PLATFORM = sky130hd
export DESIGN_NAME = sp_ram_sync_read
export DESIGN_NICKNAME = sp_ram_sync_read
export VERILOG_FILES = /design/flow/design.v
export SDC_FILE = /design/flow/constraint.sdc
export NUM_CORES = 4
export LEC_CHECK = 1
export CORE_UTILIZATION = 30
==> flow/constraint.sdc <==
current_design sp_ram_sync_read

set clk_period 2.8
set clk_io_pct 0.2

create_clock -name clk0 -period $clk_period [get_ports {clk}]

set non_clock_inputs [all_inputs -no_clocks]
set_input_delay [expr $clk_period * $clk_io_pct] -clock clk0 $non_clock_inputs
set_output_delay [expr $clk_period * $clk_io_pct] -clock clk0 [all_outputs]
==> flow_metrics.py <==
# Physical implementation metrics
metrics = {
    "grt": {
        "grt_pass1_wl_um": 2884,
        "grt_pass1_vias": 615,
        "grt_usage_pct": 9.955,
        "antenna_found_initial": 0,
        "grt_max_degree": 12,
        "grt_overflow": 0,
    },
    "sta": {
        "rsz0062_at_grt": "false",
        "layout_min_cycle_time_ns": 2.514,
        "timing.fmax_mhz": 397.8,
        "worst_pin_slew_ns": 0.5625,
        "drv_slew": 0,
        "holdWs_ns": 0.8214,
        "fin_tns_setup_ns": 0,
        "fin_ws_ns": 0.2861,
        "setup-violations-final": 0,
        "hold_viol": 0,
        "period_used_pct": 89.78,
        "slew_headroom_pct": 62.45,
    },
    "cells_and_area": {
        "areaGrowthSynthToFinish_pct": 26.58,
        "final_area_um2": 1555,
        "largest-register": "ram",
        "reg_top3": "ram: 32 flops",
        "largest_reg_flops": 32,
        "final_core_util_pct": 40.94,
        "drive_above_1_share_pct": 21.62,
    },
    "clock_network": {
        "ctsResizeCount": 0,
        "tritoncts": "built",
        "cts_buffers": 5,
        "htree_levels": 2,
        "cts_root_buffer": "clkbuf_8",
        "clock-sinks": 34,
        "path_clk_slew_ns": 0.06,
        "clk_path_buf_depth": 2,
        "cts_setup_buffers": 0,
        "holdBufCountCts": 0,
    },
    "detailed_routing": {
        "drc_errors": 0,
        "dr.pass1.iters": 4,
        "avgViaCountPerCell": 4.541,
        "antenna_cells": 0,
        "dr_total_vias": 554,
        "ant_nets": 0,
        "drt-initial-drc-count": 31,
        "wl_um": 1799,
        "wl_per_cell_um": 14.75,
    },
    "floorplan": {
        "rows": 22,
        "ioPinCount": 20,
        "dieArea_um2": 4355,
        "die_w_um": 66.00,
        "initCoreUtil_pct": 32.35,
        "core_um2": 3799,
        "fp.dieH_um": 66.00,
    },
    "power": {
        "p_comb_share_pct": 7.0,
        "internal_power_uw": 801.8,
        "p_sw_uw": 187.6,
        "leakagePower_nw": 0.5040,
        "power.density_nw_per_um2": 636.2,
        "vdd_ir_drop_max_mv": 0.2998,
        "switching_share_pct": 18.96,
        "p_clk_share_pct": 33.1,
        "seqPwrFrac_pct": 60.0,
    },
    "setup_path": {
        "cp_data_required_time_ns": 2.24,
        "crit_arrival_ns": 1.95,
        "start_kind": "register",
        "path_max_fanout": 8,
        "crit_path_end_kind": "output pin",
        "worstSetupPathType": "reg2out",
    },
    "run": {
        "maxCapViolCount": 0,
        "warnings": 25,
    },
    "synth": {
        "top_cells_by_area": "edfxtp_1, mux4_2, dfxtp_1, and3b_1, buf_6",
        "synthTopCellsByCount": "edfxtp_1, mux4_2, and3b_1, dfxtp_1",
        "flop_cell": "edfxtp_1",
        "most_common_cell": "edfxtp_1",
        "yosys_area_um2": 1229,
        "synth_top_cell_by_area": "edfxtp_1",
        "edf_count": 32,
        "syn_area_um2": 1229,
        "yosysWarnings": 1,
        "synth_flops": 34,
        "synth.distinct_cells": 8,
        "ys_seq_share_pct": 81.47,
        "ys_cells": 48,
        "syn_avg_cell_area_um2": 25.60,
        "synthArstFlopShare_pct": 0,
        "postSynthCellCount": 48,
        "top_area_share_pct": 78.21,
    },
    "worst_hold_path": {
        "worstHoldStart": "addr[1]",
        "whs_path_depth": 1,
        "hold_path_class": "in2reg",
    },
    "run_status": {
        "outcome": "completed",
    },
    "place": {
        "portBuffers": 19,
        "gp_congestion": 0.7012,
        "place_ws_ns": 0.5265,
        "dpl-instance-area_um2": 1470,
    },
}
-- critical path, cell delays in order (launching register included) --
cell,delay (ns)
dfxtp_1,0.68
mux4_2,0.59
clkdlybuf4s50_1,0.41
-- placed cells by master, fill, tap and decap left out --
master / count
and3b_1: 2
clkinv_2: 1
nor3b_1: 1
clkbuf_8: 5
dfxtp_1: 2
clkinv_1: 1
and3_1: 1
buf_4: 1
clkdlybuf4s50_1: 19
mux4_2: 8
edfxtp_1: 32
clkinvlp_4: 1
-- kinds of logic (layout without fill, tap and decap cells) --
family,count (synthesis),in the layout,share of synthesized area [%]
flip-flops,34,34,81.47
AND/OR/NAND/NOR,4,4,2.547
buffers and inverters,2,28,1.323
multiplexers,8,8,14.66
-- routing by layer --
metal  part of all wire [%]  GRT usage [%]  up-vias
li1                       -              -      252
met1                     43          15.07      264
met2                     44          13.14       36
met3                     11          5.944        2
met4                    1.5          2.394        0
met5                      0              0        -
-- power groups by stage --
stage / sequential (mW) / clock (mW) / combinational (mW)
global route: 0.597 / 0.357 / 0.0753
finish: 0.593 / 0.327 / 0.0688
CTS: 0.594 / 0.338 / 0.0701
-- metrics by stage --
stage | total power, mW | cells
2_1_floorplan | 0.6260 | 48
3_3_place_gp | 0.6729 | 114
3_5_place_dp | 0.6753 | 114
4_1_cts | 1.002 | 122
5_1_grt | 1.030 | 122
6_report | 0.9894 | 122
-- area by class of cell --
class                           count  area, um^2
Fill cell                         346        2243
Timing Repair Buffer               20       197.7
Sequential cell                    34        1001
Clock inverter                      3       16.27
Tap cell                           48       60.06
Clock buffer                        5       68.82
Multi-Input combinational cell     12       211.5
-- worst max path at each step --
stage	to	slack, ns	cells after the start
CTS	dout[1]	0.22	2
global route	dout[6]	0.12	2
finish	dout[2]	0.29	2
No activity file was given, so power comes from the tool's default toggle rates.
