$ cat constraint.sdc
current_design modm_counter_2

set clk_period 1.2
set clk_io_pct 0.2

create_clock -name clk0 -period $clk_period [get_ports {clk}]

set non_clock_inputs [all_inputs -no_clocks]
set_input_delay [expr $clk_period * $clk_io_pct] -clock clk0 $non_clock_inputs
set_output_delay [expr $clk_period * $clk_io_pct] -clock clk0 [all_outputs]
$ cat config.mk
export PLATFORM = sky130hd
export DESIGN_NAME = modm_counter_2
export DESIGN_NICKNAME = modm_counter_2
export VERILOG_FILES = /design/flow/design.v
export SDC_FILE = /design/flow/constraint.sdc
export NUM_CORES = 4
export LEC_CHECK = 1
export CORE_AREA = 10 10 70 70
export DIE_AREA = 0 0 80 80
$ cat run.sh
#!/bin/bash
# OpenROAD 26Q1-2900-gdf79404cd8, Yosys 0.63+post, stock flow scripts
make -C /OpenROAD-flow-scripts/flow DESIGN_CONFIG=/design/flow/config.mk WORK_HOME=/design/flow/orfs finish
$ cat design.v
module modm_counter_2
#(
	parameter M = 10,
	parameter N = $clog2(M)
) (
	input 			clk, rstb,
	output 	[N-1:0] q,
	output 			max_tick
);
reg [N-1:0] state_reg;
wire [N-1:0] state_next, state_inc;
always @(posedge clk or negedge rstb) begin
	if (~rstb) state_reg <= 0;
	else state_reg <= state_next;
end
assign q = state_reg;
assign max_tick = (state_inc == M) ? 1'b1 : 1'b0;
assign state_inc = state_reg+1;
assign state_next = max_tick ? 0 : state_inc;
endmodule
==> impl_metrics.py <==
# Auto-generated metrics
metrics = {
    "logic_synthesis": {
        "syn_area_um2": 244,
        "yosysSeqAreaShare_pct": 41.0,
        "ys_chip_area_um2": 244,
        "synth.distinct_cells": 14,
        "syn_area_per_cell_um2": 12.2,
        "yosys_cells": 20,
        "synth_flops": 4,
        "synth_cells": 20,
        "ys_warn_count": 1,
    },
    "clocking": {
        "htreeDepth": 1,
        "tritoncts": "done",
        "clock_latency_ns": 0.23,
        "clock-root-buffer": "clkbuf_4",
        "ctsLongestPathBuffers": 2,
        "clk_pin_slew_ns": 0.04,
        "clock-sinks": 4,
        "cts_buffers": 3,
    },
    "power": {
        "pwr-share-comb_pct": 1.9,
        "peakVddDrop_v": 0.000273,
        "p_switching_mw": 0.0509,
        "clockPowerShare_pct": 53.0,
        "p_per_area_nw_per_um2": 523,
        "total_leakage_power_nw": 0.261,
        "swShare_pct": 16.9,
        "pwr-share-seq_pct": 45.1,
        "p_int_mw": 0.250,
    },
    "final_layout": {
        "lay_top_count": "buf_4",
        "lay_top_cells": "14 x buf_4, 5 x buf_6, 3 x a211oi_2, 3 x clkbuf_4, 3 x dfrtp_2",
        "area_growth_pct": 136,
        "nFillCells": 390,
        "final_layout_size_suffix_gt1_share_pct": 78.7,
        "largest_reg_flops": 4,
        "comb_area_um2": 188,
        "fin_area_um2": 576,
        "seq_area_um2": 104,
        "instances_no_fill": 93,
    },
    "worst_setup_path": {
        "required_ns": 0.96,
        "crit_path_end_kind": "output port",
        "critPathKind": "flop to output port",
        "crit_path_max_fanout": 4,
        "r2r_cells": 6,
        "worstPathCellList": "ha_4, nand2b_4, nor3b_4, a21o_1, buf_2",
        "crit_arrival_ns": 1.37,
        "start_kind": "flop",
        "cp_slowest_stage_delay_ns": 0.44,
        "slowest_stage": "dfrtp_2",
    },
    "drt": {
        "viasPerCell": 2.77,
        "num_vias": 258,
        "wl_um": 776,
        "ant_nets": 0,
        "first_pass_iters": 2,
        "diodes": 0,
        "drc": 0,
        "avgRoutedWirePerCell_um": 8.34,
        "dr.first_iter.drc_count": 6,
    },
    "floorplan": {
        "core_area_um2": 3420,
        "io_pins": 7,
        "die-width_um": 80,
        "die_y_um": 80,
        "fp_util_pct": 7.14,
        "placementRows": 21,
        "chipArea_um2": 6400,
    },
    "timing": {
        "maxSlewHeadroom_pct": 86.2,
        "fin_crit_ns": 1.61,
        "clock.fmax_ghz": 0.620,
        "worst_pin_slew_ns": 0.207,
        "setup_violations": 5,
        "rsz0062_at_grt": "yes",
        "setup_slack_ns": -0.414,
        "finalClockPeriodUsage_pct": 134,
        "clock_skew_ns": 0.000897,
        "drv_slew": 0,
        "finalHoldViolCount": 0,
    },
    "job": {
        "warning_count": 29,
        "drv_cap": 0,
    },
    "placed_design": {
        "dp_hpwl_um": 524,
        "port_buffers": 6,
        "place_inst": 81,
        "placed_area_um2": 438,
        "place_congestion": 0.708,
    },
    "min_path": {
        "hold_path_class": "input pin to async pin",
    },
    "grt": {
        "grt_pass1_vias": 271,
        "grt_pass1_wl_um": 1240,
        "grt.total_usage_pct": 2.32,
        "gr-total-overflow": 0,
        "grt_antenna_before_repair": 0,
        "grt_max_degree": 5,
    },
    "run_status": {
        "status": "finished, violations left",
        "violations": "setup timing",
    },
}
[logic make-up after synthesis]
| kind of cell | Yosys count | share of synthesized area, % |
|---|---|---|
| AND-OR/OR-AND | 7 | 25.1 |
| AND/OR/NAND/NOR | 4 | 14.9 |
| flip-flops | 4 | 41.0 |
| XOR/XNOR | 2 | 7.18 |
| adder cells (fa/ha/maj) | 2 | 10.3 |
| buffers and inverters | 1 | 1.54 |
[cells in the mapped netlist, drive strengths merged]
| cell type | number | area [um^2] |
|---|---|---|
| a32o | 1 | 11.3 |
| ha | 2 | 25.0 |
| a211oi | 3 | 32.5 |
| nand2 | 1 | 3.75 |
| a21oi | 2 | 10.0 |
| nand2b | 1 | 13.8 |
| and3 | 1 | 6.26 |
| dfrtp | 4 | 100 |
| nor3b | 1 | 12.5 |
| xor2 | 1 | 8.76 |
| a21o | 1 | 7.51 |
| inv | 1 | 3.75 |
| xnor2 | 1 | 8.76 |
[power groups by stage]
stage / registers, mW / logic (mW) / clock network (mW)
CTS: 0.136 / 0.00579 / 0.171
global route: 0.135 / 0.00621 / 0.177
finish: 0.136 / 0.00565 / 0.160
[final cells by class]
cell class              instances  share of cell area, %
repair buffers                 24                   34.8
flip-flops and latches          4                   18.0
well taps                      46                   10.0
clock buffers                   3                   3.91
multi-input cells              15                   32.6
inverters                       1                  0.652
[what timing repair did]
item / 4_1_cts / 5_1_grt
endpoints found under the setup margin: 8 / 6
setup buffers: 10 / 2
gates resized: 20 / 7
hold buffers: 0 / 0
pin swaps: 6 / 5
[critical path: cells and delay by family, from the launching register on]
kind,cells,cell delay (ns)
AND-OR/OR-AND,1,0.11
adder cells (fa/ha/maj),1,0.18
buffers and inverters,1,0.09
flip-flops,1,0.44
AND/OR/NAND/NOR,2,0.33
[path summary, 6_finish.rpt]
check / start / slack (ns) / to
worst max-delay path: state_reg[0] / -0.41 / max_tick
worst min-delay path: rstb / 0.22 / state_reg[1]
worst max register to register: state_reg[0] / -0.11 / state_reg[3]
worst min register to register: state_reg[0] / 0.61 / state_reg[0]
max in group asynchronous: rstb / 0.78 / state_reg[2]
min in group clk0: state_reg[0] / 0.61 / state_reg[0]
[through the flow]
stage / worst slack (ns) / hold WS (ns) / total power [mW] / TNS, ns / utilization (%)
floorplan: -0.0784 / -0.0556 / 0.137 / -0.0784 / -
global placement: -0.543 / 0.461 / 0.143 / -0.872 / 12.8
detailed placement: -0.544 / 0.464 / 0.143 / -0.936 / 12.8
CTS: -0.444 / 0.216 / 0.312 / -0.625 / 15.7
global route: -0.466 / 0.226 / 0.319 / -0.871 / 16.8
finish: -0.414 / 0.225 / 0.301 / -0.658 / 16.8
[routing by layer]
| layer | share of wire (%) | wire [um] | track usage, % |
|---|---|---|---|
| met5 | 0 | 0 | 0 |
| met4 | 0 | 0 | 0.704 |
| met3 | 1.9 | 15 | 0.682 |
| met2 | 51 | 393 | 3.53 |
| met1 | 47 | 367 | 3.07 |
Power and IR drop assume default switching activity.
