$ cat flow/config.mk
export PLATFORM = sky130hd
export DESIGN_NAME = sp_ram_async_read
export DESIGN_NICKNAME = sp_ram_async_read
export VERILOG_FILES = /design/flow/design.v
export SDC_FILE = /design/flow/constraint.sdc
export NUM_CORES = 4
export LEC_CHECK = 1
export CORE_AREA = 10 10 94 94
export DIE_AREA = 0 0 104 104
$ cat flow/constraint.sdc
current_design sp_ram_async_read

set clk_period 2.0
set clk_io_pct 0.2

create_clock -name clk0 -period $clk_period [get_ports {clk}]

set non_clock_inputs [all_inputs -no_clocks]
set_input_delay [expr $clk_period * $clk_io_pct] -clock clk0 $non_clock_inputs
set_output_delay [expr $clk_period * $clk_io_pct] -clock clk0 [all_outputs]
$ cat flow/design.v
module sp_ram_async_read
#(
	parameter 	N = 8,
				W = 2
) (
	input 			clk,
	input 			we,
	input 	[W-1:0] addr,
	input 	[N-1:0] din,
	output 	[N-1:0] dout
);
reg [N-1:0] ram[2**W-1:0];
always @(posedge clk) begin
	if (we)
		ram[addr] <= din;
end
assign dout = ram[addr];
endmodule
$ cat flow/run.sh
#!/bin/bash
# OpenROAD 26Q1-2900-gdf79404cd8, Yosys 0.63+post, stock flow scripts
make -C /OpenROAD-flow-scripts/flow DESIGN_CONFIG=/design/flow/config.mk WORK_HOME=/design/flow/orfs finish
==> flow_summary.yaml <==
# implementation run metrics
logic_synthesis:
  synth.cell_area_sq_mm: 0.001200
  largest_area_cell: "edfxtp_1"
  ys_chip_area_sq_mm: 0.001200
  synthFlopType: "edfxtp_1"
  common_cells: "32 x edfxtp_1, 6 x mux4_2, 2 x and3b_2, 2 x mux4_1"
  netlist_instances: 46
  yosysWarningCount: 1
  area_leaders: "edfxtp_1 80%, mux4_2 11%, mux4_1 4.4%"
  yosysTopAreaCellShare_pct: 80.08
  synth_cell_types: 8
  synth_top_cell_by_count: "edfxtp_1"
  avgSynthCellArea_sq_um: 26.08
  ys_cells: 46
  edf_count: 32
  ys_seq_share_pct: 80.08
  ys_async_sr_fraction_pct: 0
  synth_flop_count: 32
power_and_ir_drop:
  total_power_uw: 1350
  power.leakage_uw: 0.0005638
  max-vdd-ir-drop_mv: 0.2262
  p_per_area_mw_per_mm2: 810.0
final_layout:
  largest_reg_flops: 32
  layout-drive-gt1-share_pct: 30.00
  top_register: "ram"
  n_fill_cell: 718
  utilization_pct: 24.40
  reg_top3: "ram: 32 flops"
  syn_to_final_growth_pct: 38.89
critical_path:
  slowest_stage: "mux4_2"
  path_max_fanout: 5
  endpoint_kind: "output pin"
  worstPathArrival_ns: 1.53
  required_ns: 1.60
  critPathKind: "in2out"
  cp_slowest_stage_delay_ns: 0.50
  start_kind: "input port"
  critical_path.cell_chain: "buf_2, bufbuf_16, mux4_2, dlygate4sd2_1"
floorplanning:
  core_util_floorplan_pct: 17.56
  pin_count: 20
  die-area_sq_mm: 0.01082
  rows: 30
  coreArea_sq_mm: 0.006832
  die_x_um: 104
  die_h_um: 104
drt:
  wl_met3_um: 211
  drt_iter0_markers: 46
  dr.pass1.iters: 2
  drt.antenna.violating_nets: 0
  met1_length_um: 852
  wl_per_cell_um: 13.03
  vias: 600
  highest_layer: "met4"
  drt-total-wl_um: 2294
  antenna_cells: 0
  wl_met2_um: 1186
  vias_per_cell: 3.409
  drc: 0
sta:
  rsz0062_at_grt: "no"
  relSlewSlack_pct: 81.55
  drv_slew: 0
  period_used_pct: 96.71
  setup_viol_count_final: 0
  finalHoldViolCount: 0
  worst_slack_ns: 0.06582
  max_clock_freq_mhz: 517.0
  worst_slew_pin_slew_ns: 0.2762
  fin_tns_setup_ns: 0
  fin_crit_ns: 1.934
cts:
  path_clk_slew_ns: 0.06
  cts_buffers: 5
  cts.sink_count: 32
  root_buffer: "clkbuf_8"
  htree_levels: 2
  cts_tree: "yes"
  cts_hold_buf: 0
  max-clock-path-buffers: 2
placement:
  numPortBuffers: 19
  place.gp.congestion: 0.7097
  dp_hpwl_um: 1604
  dp_slack_ns: -0.4703
global_route:
  antenna_found_initial: 0
  grt_pass1_wl_um: 3553
  grt_overflow_total: 0
  track_usage_pct: 4.252
  first_global_vias: 687
  grt_max_degree: 10
flow_run:
  maxCapViolations: 0
  warnings: 25
status:
  status: "finished, final reports clean"
hold_path:
  hold_path.class: "in2reg"
-- layer usage --
layer  vias to the layer above  global-route usage (%)
met1                       310                   4.292
met2                        21                   6.892
li1                        264                       -
met3                         5                   3.258
met5                         -                       0
met4                         0                  0.7952
-- cell usage in the layout (no fill, tap or decap) --
| master | n |
|---|---|
| mux4_1 | 2 |
| dlygate4sd2_1 | 9 |
| buf_2 | 1 |
| buf_4 | 6 |
| nor3b_1 | 1 |
| and3_2 | 1 |
| buf_12 | 1 |
| edfxtp_1 | 32 |
| buf_6 | 1 |
| clkbuf_1 | 2 |
| mux4_2 | 6 |
| bufbuf_16 | 1 |
| and3b_2 | 2 |
| clkinv_1 | 1 |
| clkbuf_8 | 5 |
| clkdlybuf4s50_1 | 9 |
-- cell families after synthesis --
group                  after synthesis  share of synthesized area [%]
AND/OR/NAND/NOR                      4                          2.920
multiplexers                         8                          15.64
buffers and inverters                2                          1.355
flip-flops                          32                          80.08
-- metrics by stage --
stage	instances	instance area, sq um	hold slack [ns]
after CTS	176	1667	0.7569
after global routing	176	1667	0.7598
after floorplan	46	1200	0.4989
after global placement	164	1544	1.026
final	176	1667	0.7637
after detailed placement	164	1544	1.047
-- layout make-up --
class	instances	area (sq um)	share of cell area [%]
clock buffer	7	76.32	4.580
clock inverter	1	3.754	0.2252
multi-input combinational	12	222.7	13.36
sequential	32	960.9	57.66
tap	96	120.1	7.207
timing repair buffer	28	282.8	16.97
-- where the power goes --
group          switching (uW)  leakage [uW]  internal [uW]
clock network             211     0.0000399            242
registers                5.95      0.000294            773
logic                    40.7      0.000230           77.4
-- final timing paths --
check,start,end,slack [ns],cells past startpoint
hold / removal,din[1],ram[0][1],0.76,1
setup / recovery,addr[0],dout[2],0.07,4
-- worst max-delay path, delay by kind of cell --
kind                   cells  cell delay (ns)
buffers and inverters      3             0.64
multiplexers               1             0.50
-- timing repair --
item	in CTS	in global routing
setup buffers	3	0
endpoints found under the setup margin	8	0
resized	14	0
No activity file was given, so power comes from the tool's default toggle rates.
